## flow/design.v

```verilog
`timescale 1ns / 1ps
module Controller (
    input  wire       Reset,
    input  wire       Clk,
    output wire [3:0] AN,
    output wire       Selector
);
  reg [ 3:0] an = 4'b1111;
  reg        selector = 1'b0;
  reg [17:0] counter = 0;
  assign AN = an;
  assign Selector = selector;
  always @(posedge Clk) begin
    if (Reset) begin
      an <= 4'b1111;
      selector <= 1'b0;
      counter <= 18'b0;
    end else begin
      counter <= counter + 1;
      if (counter[17] == 0) begin
        an <= 4'b1110;
        selector <= 1'b0;
      end else begin
        an <= 4'b1101;
        selector <= 1'b1;
      end
    end
  end
endmodule
`timescale 1ns / 1ps
module Multiplexer (
    input  wire [3:0] In0,
    input  wire [3:0] In1,
    input  wire       Selector,
    output wire [3:0] DataOut
);
 assign DataOut = Selector? In1:In0;
endmodule
`timescale 1ns / 1ps
module SevenSegmentDecoder (
    input  wire [3:0] DataIn,
    output wire [7:0] Segments
);
    reg [7:0] DataOut;
    assign Segments = DataOut;
    always @(*) begin 
        case(DataIn[3:0])
            4'b0000: DataOut = 8'b00000011;
            4'b0001: DataOut = 8'b10011111;
            4'b0010: DataOut = 8'b00100101;
            4'b0011: DataOut = 8'b00001101;
            4'b0100: DataOut = 8'b10011001;
            4'b0101: DataOut = 8'b01001001;
            4'b0110: DataOut = 8'b01000001;
            4'b0111: DataOut = 8'b00011111;
            4'b1000: DataOut = 8'b00000001;
            4'b1001: DataOut = 8'b00001001;
            4'b1010: DataOut = 8'b00010001;
            4'b1011: DataOut = 8'b11000001;
            4'b1100: DataOut = 8'b01100011;
            4'b1101: DataOut = 8'b10000101;
            4'b1110: DataOut = 8'b01100001;
            4'b1111: DataOut = 8'b01110001;
        endcase
     end  
endmodule
`timescale 1ns / 1ps
module System (
    input  wire [7:0] SW,
    input  wire       Reset,
    input  wire       Clk,
    output wire [7:0] Segments,
    output wire [3:0] AN
);
  wire Selector;
  wire [3:0] DataOut;
  Controller ControllerInst (
      .Reset(Reset),
      .Clk(Clk),
      .AN(AN),
      .Selector(Selector)
  );
  SevenSegmentDecoder SevenSegmentDecoderInst (
      .DataIn  (DataOut),
      .Segments(Segments)
  );
  Multiplexer MultiplexerInst (
      .In0(SW[3:0]),
      .In1(SW[7:4]),
      .Selector(Selector),
      .DataOut(DataOut)
  );
endmodule
```

## flow/run.sh

```bash
#!/bin/bash
# OpenROAD 26Q1-2900-gdf79404cd8, Yosys 0.63+post, stock flow scripts
make -C /OpenROAD-flow-scripts/flow DESIGN_CONFIG=/design/flow/config.mk WORK_HOME=/design/flow/orfs finish
```

## flow/config.mk

```make
export PLATFORM = sky130hd
export DESIGN_NAME = System
export DESIGN_NICKNAME = System
export VERILOG_FILES = /design/flow/design.v
export SDC_FILE = /design/flow/constraint.sdc
export NUM_CORES = 4
export LEC_CHECK = 1
export CORE_AREA = 10 10 105 105
export DIE_AREA = 0 0 115 115
```

## flow/constraint.sdc

```tcl
current_design System

set clk_period 3.1
set clk_io_pct 0.2

create_clock -name clk0 -period $clk_period [get_ports {Clk}]

set non_clock_inputs [all_inputs -no_clocks]
set_input_delay [expr $clk_period * $clk_io_pct] -clock clk0 $non_clock_inputs
set_output_delay [expr $clk_period * $clk_io_pct] -clock clk0 [all_outputs]
```

==> reports/qor.txt <==
FF+latch count, synth -> 21
YS warnings -> 2
CP top delay family -> buffers and inverters
Vias/cell -> 3.500
CP Launch Type -> input pin
initial DRC count -> 63
Yosys chip area -> 0.001230 mm2
Log Warnings -> 31
worst-case clock buffer depth -> 2
Insertion Delay late pin -> 250 ps
post-synthesis cell area -> 0.001230 mm2
Clock transition at path regs -> 70 ps
Yosys cell types -> 42
first-pass GRT wire length -> 4236 um
Routed Antenna Nets -> 0
area grow syn2layout -> 29.81%
Power per Cell Area -> 326.6 mW/mm2
Fill cells -> 973
WS Path Type -> input pin to output port
die extent in x -> 115 um
post-route setup TNS -> 0 ps
Sw Share -> 0.2212
share of layout cells above drive strength 1 -> 0.1623
Worst setup EP type -> output port
GRT Total Usage -> 0.03691
Final Critical Period -> 3019 ps
initial antenna violation count -> 0
leakage power -> 0.5984 nW
Seq pwr share -> 0.534
final setup vio count -> 0
CTS Buf Count -> 3
RR Endpoint -> ControllerInst.counter[16]
combinational power share -> 0.132
dpl cell area -> 0.001533 mm2
CTS tree -> done
critical path depth -> 8
Mean Syn Cell Area -> 9.248 um2
clk sinks -> 21
Pre-Place Util -> 0.1403
Peak Freq -> 331.2 MHz
R2R depth -> 5
clock power share -> 0.334
Worst slew margin -> 0.5341
crit path DRT -> 2480 ps
Primary FF master, synth -> dfxtp_1
largest net degree at the start of global routing -> 22
via count -> 917
max incr delay on CP -> 480 ps
worst min path class -> register to register
Core Region -> 0.008763 mm2
Pre-Repair DR Iteration Count -> 4
Inst Count DP -> 257
top cells, area -> dfxtp_1 34%, ha_1 7.1%, xnor2_1 7.1%
reg2reg start -> ControllerInst.counter[0]
I/O pins -> 22
ys cells -> 133
Least-Margin Pin Slew -> 696.7 ps
Seq/Total Area, Yosys -> 0.3418
Post-Syn Instances -> 133
Setup crit end -> Segments[5]
die area -> 0.01323 mm2
Worst EP arrival -> 2400 ps
# rows -> 34
RSZ-0062 raised after global routing -> true
drt wl/cell -> 9.023 um
Post-Route WL -> 2364 um
register-to-register setup slack -> 1590 ps
Max IR drop VDD -> 140.5 uV
max-slew violations -> 0
leading area contributor after synthesis -> dfxtp_1
internal power -> 0.4061 mW
Post-synth EDFFs -> 0
CTS H-Tree Depth -> 1
final worst-path cycle share -> 0.9740
max cap viols -> 0
# diodes -> 0
PortBufs -> 18
CP max FO -> 4
Top cell area share -> 0.3418
P_sw -> 0.1154 mW
slack of the critical path -> 80.56 ps
Critical-path top delay cell -> clkdlybuf4s50_1
dpl ws -> 75.98 ps
Final Hold Violating Endpoints -> 0
total global routing overflow -> 0
vias in the first global route -> 953
Routability Congestion -> 0.8267
status -> completed
crit path cell chain -> clkdlybuf4s50_1 -> mux2i_2 -> buf_4 -> buf_4 -> ha_1 -> nand2_1 -> o2bb2ai_1 -> clkdlybuf4s50_1
dpl hpwl -> 1779 um
Worst setup startpoint -> SW[4]
Buf+Inv Stages, Crit Path -> 4
Die Y -> 115 um
Root Buffer Master -> clkbuf_8
async set or reset register ratio after synthesis -> 0
Final Cell Area -> 0.001597 mm2
Fin Clk Skew -> 4.892 ps
Residual DRC -> 0
non-filler instance count after layout -> 262
registers in the layout, summed over array words and instances, names as in the netlist:
signal                   count
ControllerInst.an            2
ControllerInst.counter      18
ControllerInst.selector      1
stage by stage:
stage | power, mW | hold WS [ps] | util
after global placement | 0.3536 | 422.7 | 0.1749
final | 0.5215 | 441.2 | 0.1822
after CTS | 0.5279 | 451.6 | 0.1800
after detailed placement | 0.3536 | 435.9 | 0.1749
after global routing | 0.5515 | 476.9 | 0.1822
after floorplan | 0.3177 | 407.4 | -
placed cells by master (no fill, tap or decap), drive strengths merged, types with 2 or more instances in the layout:
cell type / Yosys / routed
a31o: 2 / 2
nand4: 4 / 4
mux2i: 5 / 5
ha: 7 / 7
a21oi: 3 / 3
nand3: 7 / 7
dfxtp: 21 / 21
nor2b: 2 / 2
a32o: 2 / 2
nand2: 7 / 7
mux2: 3 / 3
dlymetal6s2s: 0 / 2
buf: 4 / 3
xor2: 2 / 2
nand2b: 2 / 2
clkdlybuf4s50: 0 / 16
nor3: 4 / 4
inv: 8 / 8
xnor2: 10 / 10
clkbuf: 2 / 4
nor2: 23 / 23
conb: 1 / 3
nor4: 3 / 3
cells in the mapped netlist, types with 2 or more instances:
| cell | n |
|---|---|
| xnor2_1 | 10 |
| buf_4 | 3 |
| dfxtp_1 | 21 |
| nand3_2 | 2 |
| nand3_1 | 4 |
| ha_1 | 7 |
| nand4_4 | 2 |
| nand4_1 | 2 |
| nor4_2 | 2 |
| mux2_2 | 2 |
| nor2b_1 | 2 |
| a32o_1 | 2 |
| mux2i_1 | 4 |
| nor2_1 | 21 |
| clkbuf_1 | 2 |
| a21oi_1 | 3 |
| nand2b_1 | 2 |
| xor2_1 | 2 |
| inv_1 | 8 |
| nor3_1 | 4 |
| nand2_1 | 7 |
cell families after synthesis:
kind of cell | count (synthesis) | share of synthesized area
and+or+nand+nor | 55 | 0.2808
DFF | 21 | 0.3418
AOI/OAI and AO/OA | 15 | 0.09055
buffers and inverters | 14 | 0.05290
xor gates and xnor gates | 12 | 0.08545
muxes | 8 | 0.07426
adders and majority gates | 7 | 0.07121
other | 1 | 0.003049
per-layer routing:
| metal | GRT usage | vias up | wire length, um |
|---|---|---|---|
| met5 | 0 | - | 0 |
| met4 | 0.004950 | 0 | 17 |
| met3 | 0.01108 | 2 | 165 |
| met2 | 0.05931 | 19 | 966 |
| met1 | 0.04910 | 406 | 1213 |
| li1 | - | 490 | - |
area by class of cell:
cell class / count / area, um2 / share of cell area
inverter: 8 / 30.03 / 0.01881
sequential: 21 / 420.4 / 0.2633
tap: 108 / 135.1 / 0.08464
multi-input combinational: 100 / 758.2 / 0.4749
timing repair buffer: 21 / 207.7 / 0.1301
clock buffer: 4 / 45.04 / 0.02821
what timing repair did:
item	CTS	global route
hold endpoints to repair	0	0
hold buffers	0	0
endpoints found under the setup margin	0	2
gates resized	0	5
buffers inserted	0	1
how the worst min path moves through the flow:
stage	start	to	slack (ps)	cells after the start
4_1_cts	ControllerInst.counter[17]	ControllerInst.an[1]	450	1
5_1_grt	ControllerInst.counter[17]	ControllerInst.an[1]	480	1
6_report	ControllerInst.counter[17]	ControllerInst.an[1]	440	1
worst reg2reg max path: stages, from the launching register on:
cell and delay, ps:
dfxtp_1 410, ha_1 260, nand3_2 180, nor2_1 160, nand3_2 90, mux2_4 290
power groups by stage:
stage	logic (mW)	clock network (mW)	registers (mW)
after CTS	0.0691	0.180	0.279
after global routing	0.0785	0.194	0.279
final	0.0688	0.174	0.279
Power figures rest on the tool's default switching activity, not on a simulated workload.
